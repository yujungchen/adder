<file path="run.sh">
#!/bin/bash
# OpenROAD 26Q1-2900-gdf79404cd8, Yosys 0.63+post, stock flow scripts
make -C /OpenROAD-flow-scripts/flow DESIGN_CONFIG=/design/flow/config.mk WORK_HOME=/design/flow/orfs finish
</file>
<file path="config.mk">
export PLATFORM = sky130hd
export DESIGN_NAME = Booth
export DESIGN_NICKNAME = Booth
export VERILOG_FILES = /design/flow/design.v
export SDC_FILE = /design/flow/constraint.sdc
export NUM_CORES = 4
export LEC_CHECK = 1
export CORE_AREA = 10 10 70 70
export DIE_AREA = 0 0 80 80
</file>
<file path="constraint.sdc">
current_design Booth

set clk_period 2.1
set clk_io_pct 0.2

create_clock -name clk0 -period $clk_period [get_ports {clk}]

set non_clock_inputs [all_inputs -no_clocks]
set_input_delay [expr $clk_period * $clk_io_pct] -clock clk0 $non_clock_inputs
set_output_delay [expr $clk_period * $clk_io_pct] -clock clk0 [all_outputs]
</file>
<file path="design.v">
module Booth(
	input [15:0] a,
	input [15:0] b,
	input en,
	input clk,
	input rst,
	output [31:0] res,
	output ack);
	parameter IDLE = 2'b00;
	parameter COMPUTE = 2'b01;
	parameter DONE = 2'b10;
	reg [1:0] cur_state;
	reg [1:0] nxt_state;
	reg [31:0] res_r, res_w;
	reg [32:0] tmp_res_r, tmp_res_w;
	reg [15:0] a_r, b_r;
	reg [15:0] a_w, b_w;
	reg [4:0] cnt_r, cnt_w;
	always@(posedge clk or posedge rst) begin
		if(rst) begin
			cur_state <= 2'd0;
			a_r <= 16'd0;
			b_r <= 16'd0;
			res_r <= 32'd0;
			cnt_r <= 5'd0;
			tmp_res_r <= 33'd0;
		end
		else begin
			cur_state <= nxt_state;
			a_r <= a_w;
			b_r <= b_w;
			res_r <= res_w;
			cnt_r <= cnt_w;
			tmp_res_r <= tmp_res_w;
		end
	end
	always@(*)begin
		if(en) begin
			a_w = a;
			b_w = b;
		end
		else begin
			a_w = a_r;
			b_w = b_r;
		end
	end
	reg compute_done;
	always@(*)begin
		if(cur_state == COMPUTE) begin
			if(cnt_r < 5'd16) begin
				cnt_w = cnt_r + 5'd1;
				compute_done = 1'b0;
			end
			else begin
				cnt_w = 5'd0;
				compute_done = 1'b1;
			end
		end
		else begin
			cnt_w = cnt_r;
			compute_done = 1'b0;
		end
	end
	wire [1:0] cond;
	assign cond = {tmp_res_r[1:0]};
	wire [15:0] b_2comp;
	assign b_2comp = ~b_r + 16'd1;
	reg [15:0] temp_sum;
	always@(*)begin
		if(cur_state == COMPUTE) begin
		 	if(cnt_r == 5'd0) begin
				tmp_res_w = {16'd0, a, 1'b0};
			end
			else begin
				case (cond) 
					2'b00: begin
						tmp_res_w = {tmp_res_r[32], tmp_res_r[32:1]};
					end
					2'b01: begin
						temp_sum = tmp_res_r[32:17] + b_r;
						tmp_res_w = {temp_sum[15], temp_sum, tmp_res_r[16:1]};
					end
					2'b10: begin
						temp_sum = tmp_res_r[32:17] + b_2comp;
						tmp_res_w = {temp_sum[15], temp_sum, tmp_res_r[16:1]};
					end
					2'b11: begin
						tmp_res_w = {tmp_res_r[32], tmp_res_r[32:1]};
					end
				endcase
			end
			res_w = tmp_res_w[32:1];
		end
		else begin
			tmp_res_w = tmp_res_r;
			res_w = res_r;
		end
	end
	assign ack = (cur_state == DONE) ? 1'b1 : 1'b0;
	always@(*)begin
		case (cur_state)
			IDLE: begin
				if(en) begin
					nxt_state = COMPUTE;
				end
				else begin
					nxt_state = IDLE;
				end
			end
			COMPUTE:begin
				if(compute_done) begin
					nxt_state = DONE;
				end
				else begin
					nxt_state = COMPUTE;
				end
			end
			DONE:begin
				nxt_state = IDLE;
			end
			default:begin
				nxt_state = IDLE;
			end
		endcase
	end
endmodule
</file>
==> impl_metrics.prom <==
# HELP chip_impl_metric Synthesis and place-and-route metrics
# TYPE chip_impl_metric gauge
chip_impl_metric{name="grt_pass1_vias",unit=""} 376
chip_impl_metric{name="synth-seq-cells",unit=""} 8
chip_impl_info{name="worstPathCellList",value="clkdlybuf4s50_1"} 1
chip_impl_metric{name="setup_tns",unit="ns"} 0
chip_impl_info{name="cp-end-kind",value="primary output"} 1
chip_impl_metric{name="netlist-cell-type-count",unit=""} 22
chip_impl_metric{name="area_delta_synth_final",unit="%"} -3.43
chip_impl_metric{name="diodes",unit=""} 0
chip_impl_metric{name="placeableCoreArea",unit="mm²"} 0.00342
chip_impl_metric{name="groute.usage.overall",unit=""} 0.0280
chip_impl_info{name="rsz0062_at_grt",value="no"} 1
chip_impl_metric{name="warning_count",unit=""} 57
chip_impl_metric{name="wire_length_of_the_first_global_routing_pass",unit="µm"} 1530
chip_impl_info{name="root_buffer_selected_by_cts",value="clkbuf_4"} 1
chip_impl_metric{name="layout.core_utilization",unit=""} 0.175
chip_impl_metric{name="maxCapViolCount",unit=""} 0
chip_impl_metric{name="grt_antenna_before_repair",unit=""} 0
chip_impl_info{name="holdCritPathClass",value="in -> async"} 1
chip_impl_info{name="worstSetupStartpointType",value="flip-flop"} 1
chip_impl_metric{name="critical-path-max-stage-delay",unit="ns"} 0.47
chip_impl_metric{name="total_clock_sinks",unit=""} 8
chip_impl_metric{name="grt-ovfl-total",unit=""} 0
chip_impl_metric{name="ys_async_sr_fraction",unit=""} 1.00
chip_impl_metric{name="cts-resized-gates",unit=""} 0
chip_impl_info{name="critical_path_class",value="reg -> out"} 1
chip_impl_metric{name="min_period_over_period",unit=""} 0.712
chip_impl_metric{name="ys_area",unit="µm²"} 621
chip_impl_metric{name="die_w",unit="µm"} 80
chip_impl_metric{name="timing_hold_violations_final",unit=""} 0
chip_impl_info{name="critPathLaunch",value="cur_state[1]"} 1
chip_impl_metric{name="floorplanUtilization",unit=""} 0.182
chip_impl_metric{name="detail_route.vias_per_cell",unit=""} 2.68
chip_impl_metric{name="routed-via-count",unit=""} 308
chip_impl_metric{name="drt-initial-drc-count",unit=""} 21
chip_impl_metric{name="row_count",unit=""} 21
chip_impl_metric{name="fillCellCount",unit=""} 391
chip_impl_metric{name="sequential_cell_area",unit="µm²"} 201
chip_impl_metric{name="fp.dieH",unit="µm"} 80
chip_impl_metric{name="place.detailed.hpwl",unit="µm"} 806
chip_impl_metric{name="place.port_buffers",unit=""} 3
chip_impl_metric{name="clkLatencyLatePin",unit="ns"} 0.26
chip_impl_metric{name="multiInputGateArea",unit="µm²"} 265
chip_impl_metric{name="number_of_pins_with_negative_max_slew_slack_in_the_final_report",unit=""} 0
chip_impl_metric{name="dpl_worst_slack",unit="ns"} 0.879
chip_impl_metric{name="crit_fanout",unit=""} 2
chip_impl_info{name="cts_tree",value="done"} 1
chip_impl_metric{name="period_needed",unit="ns"} 1.50
chip_impl_metric{name="die_area",unit="mm²"} 0.00640
chip_impl_metric{name="synth.avg_cell_area",unit="µm²"} 9.70
chip_impl_metric{name="cts_max_path_buffers",unit=""} 2
chip_impl_metric{name="crit_buf_inv",unit=""} 1
chip_impl_metric{name="grt_max_degree",unit=""} 10
chip_impl_metric{name="worst_setup_hold_path_clk_slew",unit="ns"} 0.06
chip_impl_metric{name="power_per_cell_area",unit="mW/mm²"} 1050
chip_impl_info{name="status",value="finished, final reports clean"} 1
chip_impl_metric{name="timing.critical_path.arrival",unit="ns"} 1.08
chip_impl_metric{name="finalClockSkew",unit="ns"} 0.0120
chip_impl_metric{name="finalWeightedCongestion",unit=""} 0.744
chip_impl_metric{name="drcViolationCount",unit=""} 0
chip_impl_metric{name="achievable-frequency",unit="MHz"} 669
chip_impl_metric{name="setup-violations-final",unit=""} 0
chip_impl_metric{name="fin_ws",unit="ns"} 0.604
chip_impl_metric{name="syn-cell-area",unit="µm²"} 621
chip_impl_metric{name="routed_wire_length_per_instance",unit="µm"} 8.22
chip_impl_metric{name="cts_hold_repair.buffers",unit=""} 0
chip_impl_metric{name="drive_gt1_frac",unit=""} 0.159
chip_impl_metric{name="cts_inserted_buffers",unit=""} 3
chip_impl_metric{name="leakage_power",unit="nW"} 0.319
chip_impl_metric{name="drt.antenna.violating_nets",unit=""} 0
chip_impl_metric{name="crit_required",unit="ns"} 1.68
chip_impl_metric{name="drt_first_pass_iters",unit=""} 4
chip_impl_info{name="worstReg2RegStart",value="cnt_r[0]"} 1
chip_impl_metric{name="placement.cell_area",unit="µm²"} 573
chip_impl_metric{name="cts-htree-levels",unit=""} 1
chip_impl_metric{name="wirelength",unit="µm"} 945
chip_impl_metric{name="finish.instance_area",unit="µm²"} 599
chip_impl_info{name="post_synth_top_flop",value="dfrtp_1"} 1
chip_impl_metric{name="synth_seq_share",unit=""} 0.325
chip_impl_metric{name="synth.yosys.num_cells",unit=""} 64
chip_impl_metric{name="worst_ir_drop_vdd",unit="mV"} 0.208
chip_impl_metric{name="yosys_warnings",unit=""} 33
chip_impl_metric{name="num_io_pins",unit=""} 68
chip_impl_metric{name="synth_cells",unit=""} 64
chip_impl_metric{name="cts.repair_timing.setup_buffer_count",unit=""} 0
chip_impl_info{name="crit_slowest_cell",value="clkdlybuf4s50_1"} 1
chip_impl_metric{name="report.power.total",unit="W"} 0.000629
chip_impl_metric{name="edf_count",unit=""} 0
chip_impl_info{name="gate_family_responsible_for_the_most_delay_along_the_worst_path",value="buffers and inverters"} 1
worst register-to-register path, cell delays in order (launching register included):
cell     delay, ns
dfrtp_1       0.40
ha_1          0.24
mux2_4        0.28
o22ai_2       0.11
layout make-up:
type | count | share of cell area
clock buffer | 4 | 0.0438
inverter | 5 | 0.0313
multi-input combinational | 49 | 0.443
sequential | 8 | 0.336
tap | 46 | 0.0960
timing repair buffer | 3 | 0.0501
Yosys cell counts (all sizes together), types with 2 or more instances:
| master | count | area share |
|---|---|---|
| o22ai | 2 | 0.030 |
| inv | 5 | 0.030 |
| mux2i | 2 | 0.032 |
| buf | 33 | 0.41 |
| dfrtp | 7 | 0.28 |
| nand2b | 2 | 0.036 |
| nand2 | 3 | 0.022 |
placed cells by master (no fill, tap or decap), types with 2 or more instances in the layout:
cell / Yosys / layout
conb_1: 1 / 32
inv_1: 4 / 4
nand2_1: 2 / 2
mux2i_1: 2 / 2
clkbuf_4: 0 / 3
dfrtp_1: 7 / 7
clkdlybuf4s50_1: 0 / 3
routing by layer:
metal	vias up	wire, µm	global-route usage
li1	147	-	-
met1	145	371	0.0311
met2	16	512	0.0482
met3	0	61	0.0114
met4	0	0	0.00704
met5	-	0	0
through the flow:
stage	instances	hold slack [ns]
5_1_grt	115	0.435
3_5_place_dp	111	0.448
3_3_place_gp	111	0.444
2_1_floorplan	95	0.235
6_report	115	0.409
4_1_cts	115	0.411
report_power, final:
part | internal, W | switching (W)
clock | 0.0000727 | 0.0000534
combinational | 0.000122 | 0.0000840
sequential | 0.000222 | 0.0000749
state kept, by name, summed over array words and instances (netlist names):
| name | count |
|---|---|
| cnt_r | 5 |
| cur_state | 3 |
final timing paths:
| kind | cells past startpoint | slack [ns] | endpoint |
|---|---|---|---|
| max in group asynchronous | 2 | 1.39 | cur_state[0] |
| worst min-delay path | 2 | 0.41 | cnt_r[2] |
| worst min register to register | 1 | 0.48 | cur_state[0] |
| min in group clk0 | 1 | 0.48 | cur_state[0] |
| worst max register to register | 3 | 1.02 | cnt_r[2] |
| worst max-delay path | 1 | 0.60 | ack |
cells by family after synthesis:
kind of cell | after synthesis | synth area share
other | 1 | 0.00604
muxes | 3 | 0.0564
buffers and inverters | 38 | 0.435
adders and majority gates | 1 | 0.0202
and+or+nand+nor | 9 | 0.101
DFF | 8 | 0.325
AOI/OAI and AO/OA | 4 | 0.0565
