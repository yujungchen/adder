--- config.mk ---
export PLATFORM = sky130hd
export DESIGN_NAME = Ripple32Adder
export DESIGN_NICKNAME = Ripple32Adder
export VERILOG_FILES = /design/flow/design.v
export SDC_FILE = /design/flow/constraint.sdc
export NUM_CORES = 4
export LEC_CHECK = 1
export CORE_UTILIZATION = 30
--- constraint.sdc ---
current_design Ripple32Adder

set clk_period 12.1
set clk_io_pct 0.2

create_clock -name clk0 -period $clk_period

set non_clock_inputs [all_inputs -no_clocks]
set_input_delay [expr $clk_period * $clk_io_pct] -clock clk0 $non_clock_inputs
set_output_delay [expr $clk_period * $clk_io_pct] -clock clk0 [all_outputs]
--- design.v ---
module FA(
	input a,
	input b, 
	input carry_i,
	output sum,
	output carry_o);
	assign sum = a ^ b ^ carry_i;
	assign carry_o = (a & b) | (a & carry_i) | (b & carry_i);
endmodule
module Ripple32Adder(
	input [31:0] a,
	input [31:0] b, 
	input carry_i,
	output [31:0] sum,
	output carry_o);
	wire [32:0] TmpCarry;
	assign TmpCarry[0] = carry_i;
generate
	genvar i; 
		for(i = 0 ; i < 32 ; i = i + 1) begin:RA32
			FA AddBit(.a(a[i]), 
					  .b(b[i]), 
					  .carry_i(TmpCarry[i]), 
					  .sum(sum[i]),
					  .carry_o(TmpCarry[i + 1])
                      );
		end
endgenerate
	assign carry_o = TmpCarry[32];
endmodule
--- run.sh ---
#!/bin/bash
# OpenROAD 26Q1-2900-gdf79404cd8, Yosys 0.63+post, stock flow scripts
make -C /OpenROAD-flow-scripts/flow DESIGN_CONFIG=/design/flow/config.mk WORK_HOME=/design/flow/orfs finish
==> reports/results.txt <==
P per Cell Area: 45.4 nW/um^2
Reg area: 0 sq um
MI comb area: 718 sq um
Max Fclk: 61.6 MHz
Ports: 98
ant diodes: 0
total gr overflow: 0
final worst path period share: 134%
yosys stat chip area: 918 sq um
antenna-violating nets left: 0
final setup violation count: 13
yosys warning tally: 0
leakage: 0.000655 uW
Most Frequent Cell on Critical Path: fa_2
number of cells in Yosys stat: 74
Routability Congestion: 0.709
initial antenna violation count: 0
Synth cell types: 3
Die H: 57.3 microns
wire per inst: 11.2 microns
First-pass DRT Iterations: 54
Worst EP arrival: 13800 ps
WL final: 1.92 mm
Die Area: 3290 sq um
# hold bufs at CTS: 0
Post-CTS Setup Bufs: 0
routed vias: 702
fillers: 234
MaxCap Viol Count: 0
outcome: finished, violations left
Hold Vio Cnt, Final: 0
Power, Total: 78.6 uW
largest net degree at the start of global routing: 2
violated checks: setup timing
initial drt markers: 22
vias in the first global route: 751
vias per inst: 4.11
initial core utilization: 32.5%
critical path startpoint category: primary input
Crit. End Element: output pin
post-synthesis cell area: 918 sq um
Row Count: 19
min-delay src: carry_i
IO buf count: 98
Crit path required time: 9680 ps
# clk buffers: 0
Hold Path Cell Cnt: 5
DR DRC count: 0
HP Class: in2out
Area growth syn-to-layout: 88.6%
register area share after synthesis: 0%
Final Max Tran Viols: 0
max incr delay on CP: 390 ps
flop count: 0
critical path type: in2out
final worst-path setup slack: -4120 ps
tally of OpenROAD warnings: 36
layout cell share with drive strength beyond 1: 37.1%
VDD IR-drop max: 19.3 uV
worst-margin pin slew: 109 ps
placeable core area: 2830 sq um
Mean Syn Cell Area: 12.4 sq um
CP startpoint: a[0]
cts repair resizes: 58
first-pass GRT wire length: 3.19 mm
HPWL after detailed placement: 1.94 mm
Slowest-stage cell, CP: clkdlybuf4s50_1
gr usage total: 13.1%
Worst slew margin: 92.7%
Cells after Synth: 74
RSZ-0062 raised after global routing: true
Die X: 57.3 microns
fin crit period: 16220 ps
Hold Path Sink: sum[0]
Setup TNS Final: -30530 ps
worst-path maximum fanout: 1
cells by family (layout without fill, tap and decap cells):
family,count (synthesis),in the layout,share of synthesized area [%]
adders and majority gates,32,32,69.8
buffers and inverters,42,108,30.2
power breakdown:
part	leakage, uW	internal, uW	switching, uW
sequential	0	0	0
clock	0	0	0
combinational	0.000655	57.6	21.1
per-stage QoR:
stage | utilization [%] | cell area, sq um | setup slack, ps | std cells | hold WS [ps]
after floorplan | - | 1020 | -3760 | 74 | 5070
after global placement | 63.4 | 1790 | -4960 | 171 | 5880
after detailed placement | 63.4 | 1790 | -4970 | 171 | 5890
after CTS | 61.0 | 1730 | -4180 | 171 | 5590
after global routing | 61.2 | 1730 | -4420 | 171 | 5600
final | 61.2 | 1730 | -4120 | 171 | 5580
routing by layer:
layer	vias to the layer above	share of wire [%]	GRT usage (%)
li1	312	-	-
met1	320	33	18.4
met2	70	42	19.2
met3	0	25	8.51
met4	0	0	0
met5	-	0	0
how the worst max path moves through the flow:
stage,endpoint,slack [ps],depth (start not counted)
final,carry_o,-4120,38
after CTS,carry_o,-4180,38
after global routing,carry_o,-4420,38
critical path: cells and delay by family:
family                     cells  cell delay (ps)
adders and majority gates     32            10720
buffers and inverters          6              680
area by class of cell:
class	count	area share, %
Multi-Input combinational cell	32	41.5
Tap cell	31	2.24
Timing Repair Buffer	98	53.1
Inverter	10	3.18
synth_stat cells:
| cell | count | area share (%) |
|---|---|---|
| buf_4 | 32 | 26 |
| fa_1 | 32 | 70 |
| inv_1 | 10 | 4.1 |
layout by cell type (no fill, tap or decap), drive strengths merged:
cell type / count
inv: 10
dlygate4sd2: 3
fa: 32
buf: 16
clkdlybuf4s50: 79
No activity file was given, so power comes from the tool's default toggle rates.
