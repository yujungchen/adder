File: run.sh
#!/bin/bash
# OpenROAD 26Q1-2900-gdf79404cd8, Yosys 0.63+post, stock flow scripts
make -C /OpenROAD-flow-scripts/flow DESIGN_CONFIG=/design/flow/config.mk WORK_HOME=/design/flow/orfs finish
File: config.mk
export PLATFORM = sky130hd
export DESIGN_NAME = Adder32
export DESIGN_NICKNAME = Adder32
export VERILOG_FILES = /design/flow/design.v
export SDC_FILE = /design/flow/constraint.sdc
export NUM_CORES = 4
export LEC_CHECK = 1
export CORE_UTILIZATION = 30
File: constraint.sdc
current_design Adder32

set clk_period 16.6
set clk_io_pct 0.2

create_clock -name clk0 -period $clk_period

set non_clock_inputs [all_inputs -no_clocks]
set_input_delay [expr $clk_period * $clk_io_pct] -clock clk0 $non_clock_inputs
set_output_delay [expr $clk_period * $clk_io_pct] -clock clk0 [all_outputs]
File: design.v
module Adder32(
	input [31:0] a,
	input [31:0] b, 
	input [31:0] c, 
	output [32:0] sum);
	wire [31:0] TmpSum;
	wire [31:0] TmpCarry;
generate
	genvar i; 
		for(i = 0 ; i < 32 ; i = i + 1) begin:CSA32
			FA AddBit(.a(a[i]), 
					  .b(b[i]), 
					  .carry_i(c[i]), 
					  .sum(TmpSum[i]),
					  .carry_o(TmpCarry[i])
                      );
		end
endgenerate
	wire [32:0] p2_Carry;
	wire [32:0] p2_Sum;
	wire [33:0] p2_Carry_w;
	assign p2_Sum = {1'b0, TmpSum};
	assign p2_Carry = {TmpCarry, 1'b0};
	assign p2_Carry_w[0] = 1'b0;
generate
	genvar j; 
		for(j = 0 ; j < 33 ; j = j + 1) begin:RA33
			FA AddBit(.a(p2_Sum[j]), 
					  .b(p2_Carry[j]), 
					  .carry_i(p2_Carry_w[j]), 
					  .sum(sum[j]),
					  .carry_o(p2_Carry_w[j + 1])
                      );
		end
endgenerate
endmodule
module FA(
	input a,
	input b, 
	input carry_i,
	output sum,
	output carry_o);
	assign sum = a ^ b ^ carry_i;
	assign carry_o = (a & b) | (a & carry_i) | (b & carry_i);
endmodule
==> results.json <==
{
  "status": "finished, violations left",
  "violations": "setup timing",
  "synth_stat.cells": 112,
  "warnings": 35,
  "fin_ws_ps": -1510,
  "fin_util_pct": 56.0,
  "cp_slowest_cell": "fa_1",
  "holdPathStages": 4,
  "syn_area_per_cell_um2": 14.0,
  "dp_hpwl_um": 3430,
  "seq_area_um2": 0,
  "power_frac_seq_pct": 0,
  "coreArea_um2": 4880,
  "layout_min_cycle_time_ps": 18110,
  "pre_cts_ws_ps": -2400,
  "relSlewSlack_pct": 92.0,
  "netSwitchingPower_uw": 42.7,
  "peakVddDrop_mv": 0.0211,
  "hold_viol_final": 0,
  "slowest_delay_ps": 520,
  "seq_area_frac_synth_pct": 0,
  "cp_max_fo": 1,
  "final_cell_mix": "clkdlybuf4s50_1 (112), fa_1 (31), fa_2 (31)",
  "boundaryPins": 129,
  "fmax_mhz": 55.2,
  "required_ps": 13280,
  "gp_congestion": 0.745,
  "end_kind": "primary output",
  "fp.dieH_um": 74.3,
  "hp-class": "input port to primary output",
  "grt_usage_pct": 13.5,
  "portBuffers": 129,
  "vias": 1109,
  "drtIter0Drc": 3,
  "drive_gt1_share_pct": 23.1,
  "grt_max_degree": 2,
  "ys_area_um2": 1570,
  "die_area_um2": 5510,
  "fp-utilization_pct": 32.1,
  "grt_pass1_vias": 1247,
  "rsz0062_at_grt": "yes",
  "max_cap_violations": 0,
  "ant_nets": 0,
  "antenna_found_initial": 0,
  "netlist_area_um2": 1570,
  "yosys_warnings": 0,
  "diodes": 0,
  "p_clk_share_pct": 0,
  "switching_share_pct": 30.1,
  "flops": 0,
  "wl_per_cell_um": 12.3,
  "p_per_area_nw_per_um2": 51.9,
  "first_pass_iters": 2,
  "drt-total-wl_um": 3380,
  "finalSetupViolations": 6,
  "worst_slew_pin_slew_ps": 120,
  "area_growth_pct": 74.5,
  "cp_data_arrival_time_ps": 14790,
  "hold_buffers": 0,
  "nClkBuffers": 0,
  "via_per_inst": 4.03,
  "leakagePower_nw": 1.04,
  "critPathMostFrequentCell": "fa_2",
  "start_kind": "input port",
  "drc_errors": 0,
  "grt_pass1_wl_um": 5330,
  "layout_top_cell": "clkdlybuf4s50_1",
  "p_comb_share_pct": 100.0,
  "critPathKind": "input port to primary output",
  "gr-total-overflow": 0,
  "p_int_uw": 99.2,
  "fp.dieW_um": 74.3,
  "post-cts-setup-buffers": 0,
  "slew_violations": 0,
  "yosysUniqueCellTypes": 5,
  "synthCells": 112,
  "fp-row-count": 25,
  "fin_crit_sh_pct": 109
}
routing by layer:
metal	GRT usage, %	wire length, µm	up-vias
met5	0	0	-
met4	0	0	0
met3	6.46	673	0
met2	20.4	1420	103
met1	20.8	1290	525
li1	-	-	481
Yosys cell counts:
master / instances / area (µm²)
xor2_1: 1 / 8.76
buf_4: 33 / 248
ha_1: 1 / 12.5
inv_1: 15 / 56.3
fa_1: 62 / 1240
final cells by class:
class	instances	area, µm²
Multi-Input combinational cell	64	1340
Fill cell	413	2150
Tap cell	67	83.8
Inverter	15	63.8
Timing Repair Buffer	129	1240
critical path: cells and delay by family:
kind | cells | cell delay (ps)
buffers and inverters | 4 | 230
adder cells (fa/ha/maj) | 32 | 11240
power groups by stage:
stage,Combinational [mW],Clock (mW),Sequential [mW]
CTS,0.148,0,0
global route,0.164,0,0
finish,0.142,0,0
repair_timing:
item	CTS	global route
pin swaps	2	0
setup endpoints to repair	9	8
gates resized	45	4
worst paths after layout:
| check | endpoint | slack (ps) | from |
|---|---|---|---|
| worst max-delay path | sum[31] | -1510 | a[1] |
| worst min-delay path | sum[32] | 7470 | c[31] |
through the flow:
step | TNS [ps] | std cells | hold WS [ps] | instance area [µm²] | power (mW)
floorplan | -3960 | 112 | 6960 | 1660 | 0.0937
global placement | -11900 | 275 | 7680 | 2780 | 0.154
detailed placement | -12010 | 275 | 7710 | 2780 | 0.155
CTS | -5850 | 275 | 7470 | 2740 | 0.148
global route | -7430 | 275 | 7520 | 2730 | 0.164
finish | -5620 | 275 | 7470 | 2730 | 0.142
logic make-up after synthesis:
kind of cell	share of synthesized area (%)
adder cells (fa/ha/maj)	80.0
buffers and inverters	19.4
XOR/XNOR	0.559
No activity file was given, so power comes from the tool's default toggle rates.
